### design.v
`timescale 1ns / 1ps
module Lab2_topLvl(clk,reset,step,X,M,Z,Q);
	input clk, reset, step, X, M;
	output Z;
	output wire[2:0]Q;
	wire clk_wire;
	wire shot_out;
	clk_500_Hz clk0(.clk_in(clk),.reset(reset),.clk_out(clk_wire));
	debounce shot1(.clk(clk_wire),.reset(reset),.D_in(step),.D_out(shot_out));
	sequence_detector_010110 detector2(.clk(shot_out),.reset(reset),.X(X),
												  .M(M),			  .Z(Z),			 .Q(Q));
endmodule  
`timescale 1ns / 1ps
module clk_500_Hz(clk_in, reset, clk_out);
	input clk_in, reset;
	output clk_out;
	reg clk_out;
	integer i;
	always @(posedge clk_in or posedge reset) begin
		if (reset == 1'b1) begin
			i = 0;
			clk_out = 0;
		end
		else begin
			i = i + 1;
			if( i >= 100000) begin  
				clk_out = ~clk_out;
				i=0;
			end 
		end 
	end 
endmodule 
`timescale 1ns / 1ps
module dff(clk, reset, D, Q );
	input clk, reset, D;
	output reg Q;
	always@(posedge clk, posedge reset)
		begin  
		if( reset == 1'b1) 
			Q <= 1'b0; 
		else  
			Q <= D;  
		end  
endmodule  
`timescale 1ns / 1ps
module sequence_detector_010110(clk,reset,X,M,Z,Q);
	 input clk, reset, X, M;
	 output wire Z;
	 output wire [2:0] Q;
	 wire [2:0] MooreQ, MooreD, MealyQ, MealyD;
	 wire			Moore_Z, Mealy_Z;
	assign	MooreD[0] =  (~MooreQ[2]&~X)|(~MooreQ[0] & ~X)|
								 (MooreQ[2] & ~MooreQ[1] & ~MooreQ[0]);
	assign	MooreD[1] =  (MooreQ[2]& ~MooreQ[1] & ~X) | 		
								 (~MooreQ[2]&~MooreQ[1] & MooreQ[0] & X) | 
								 (~MooreQ[2] & MooreQ[1] & ~MooreQ[0] & ~X);
 	assign	MooreD[2] =  (MooreQ[1]& MooreQ[0] & X)| 
								 (MooreQ[2]& MooreQ[0] & ~X) | 
								 (MooreQ[2]& ~MooreQ[1] & ~MooreQ[0] & X);
	dff	moore_q0 (.clk(clk), .reset(reset), .D(MooreD[0]), .Q(MooreQ[0])),
			moore_q1 (.clk(clk), .reset(reset), .D(MooreD[1]), .Q(MooreQ[1])),
			moore_q2 (.clk(clk), .reset(reset), .D(MooreD[2]), .Q(MooreQ[2]));
	assign	Moore_Z =  (MooreQ[2]&MooreQ[1]);
	assign	MealyD[0] = (MealyQ[2]& ~MealyQ[0]) |
								(~MealyQ[2] & ~X);
	assign	MealyD[1] = (~MealyQ[2] & ~MealyQ[1] & MealyQ[0] & X) | 
								(MealyQ[1] & ~MealyQ[0] &~X) | 
								(MealyQ[2] &~MealyQ[0] &~X);
	assign	MealyD[2] = (MealyQ[1]&MealyQ[0] & X) |
								(MealyQ[2]& ~MealyQ[0] & X);
	dff	mealy_q0 (.clk(clk), .reset(reset), .D(MealyD[0]), .Q(MealyQ[0])),
			mealy_q1 (.clk(clk), .reset(reset), .D(MealyD[1]), .Q(MealyQ[1])),
			mealy_q2 (.clk(clk), .reset(reset), .D(MealyD[2]), .Q(MealyQ[2]));
	assign	Mealy_Z = (MealyQ[2]&MealyQ[0]&~X);
	assign  {Q,Z} = (~M) ? {MooreQ, Moore_Z} : {MealyQ, Mealy_Z};
endmodule  
`timescale 1ns / 1ps
module debounce(clk, reset, D_out, D_in);
	input  D_in, reset, clk;
	output D_out;
	wire   D_out;
	reg q9 , q8 , q7 , q6 , q5 , q4 , q3 , q2 , q1 , q0 ;
	always @(posedge clk or posedge reset)
		if(reset == 1'b1)
			{q9, q8, q7, q6, q5, q4, q3, q2, q1, q0} <= 10'b0;
		else begin 
			q9 <= q8; q8 <= q7; q7 <= q6; q6 <= q5; q5 <= q4; 			
			q4 <= q3; q3 <= q2; q2 <= q1; q1 <= q0; q0 <= D_in; 
		end  
	assign D_out = !q9 & q8 & q7 & q6 & q5 &
						 q4 & q3 & q2 & q1 & q0; 
endmodule  
### run.sh
#!/bin/bash
# OpenROAD 26Q1-2900-gdf79404cd8, Yosys 0.63+post, stock flow scripts
make -C /OpenROAD-flow-scripts/flow DESIGN_CONFIG=/design/flow/config.mk WORK_HOME=/design/flow/orfs finish
### config.mk
export PLATFORM = sky130hd
export DESIGN_NAME = Lab2_topLvl
export DESIGN_NICKNAME = Lab2_topLvl
export VERILOG_FILES = /design/flow/design.v
export SDC_FILE = /design/flow/constraint.sdc
export NUM_CORES = 4
export LEC_CHECK = 1
export CORE_UTILIZATION = 30
### constraint.sdc
current_design Lab2_topLvl

set clk_period 7.2
set clk_io_pct 0.2

create_clock -name clk0 -period $clk_period [get_ports {clk}]

set non_clock_inputs [all_inputs -no_clocks]
set_input_delay [expr $clk_period * $clk_io_pct] -clock clk0 $non_clock_inputs
set_output_delay [expr $clk_period * $clk_io_pct] -clock clk0 [all_outputs]
==> metrics.log <==
[flow] final metrics
INFO  metric status = finished clean
INFO  metric topCellsByArea = sky130_fd_sc_hd__dfrtp_1 44%, sky130_fd_sc_hd__xnor2_1 5.3%, sky130_fd_sc_hd__xor2_1 5.0%
INFO  metric drtPass1Iterations = 6
INFO  metric number_of_logged_tool_warnings = 25
INFO  metric ys_types = 55
INFO  metric avgViaCountPerCell = 4.99
INFO  metric holdBufCountCts = 0
INFO  metric maximum_buffer_depth_of_the_clock_tree = 2
INFO  metric yosys_area = 2780 sq um
INFO  metric first_global_vias = 1813
INFO  metric power.switching = 75.9 uW
INFO  metric cts_buffers = 5
INFO  metric synth.top_cell.area_share = 44.0%
INFO  metric hp-start = clk0.i[31]$_DFF_PP0_
INFO  metric timing.critical_path.fanout_max = 11
INFO  metric initial_antenna_violation_count = 0
INFO  metric power.clock.fraction = 44.2%
INFO  metric finalClockPeriodUsage = 58.8%
INFO  metric starting_density = 31.5%
INFO  metric instances_no_fill = 394
INFO  metric combPwrFrac = 3.1%
INFO  metric internal-power = 276 uW
INFO  metric share_seq_of_total_power = 52.7%
INFO  metric syn_area = 2780 sq um
INFO  metric place.detailed.instances = 386
INFO  metric first_pass_grt_wire_length = 8450 um
INFO  metric synth-async-reset-ratio = 100%
INFO  metric crit_path_start_kind = input port
INFO  metric finalSetupViolCount = 0
INFO  metric register_share_after_synthesis = 44.0%
INFO  metric max-vdd-ir-drop = 0.0721 mV
INFO  metric post-cts-setup-buffers = 0
INFO  metric rsz_0062_raised_after_global_routing = no
INFO  metric timing.setup.critical_path_class = in -> out
INFO  metric power.share.switching = 21.6%
INFO  metric timing.fmax = 0.236 GHz
INFO  metric grt_remaining_overflow = 0
INFO  metric initialDrtViolationCount = 130
INFO  metric cp_data_required_time = 5.76 ns
INFO  metric yosys.area.top_type = sky130_fd_sc_hd__dfrtp_1
INFO  metric timing.max_cap.violations = 0
INFO  metric floorplan.die.width = 98.3 um
INFO  metric hold_path.class = reg -> reg
INFO  metric top_ff_cell_synth = sky130_fd_sc_hd__dfrtp_1
INFO  metric slew_headroom = 54.5%
INFO  metric ys_cells = 286
INFO  metric postRouteAntennaNets = 0
INFO  metric unclocked_pins = 16
INFO  metric pin_count_of_the_biggest_net_entering_global_routing = 50
INFO  metric cts.htree.levels = 2
INFO  metric worst-slew-pin-transition = 0.678 ns
INFO  metric p_leak = 0.00120 uW
INFO  metric netlist_instances = 286
INFO  metric timing.final.hold_violations = 0
INFO  metric global_route.usage.total = 10.8%
INFO  metric clk-insertion-delay-late = 0.29 ns
INFO  metric final_layout_size_suffix_gt1_share = 15.7%
INFO  metric clock_tree_from_tritoncts = built
INFO  metric syn_area_cell = 9.73 sq um
INFO  metric period_minus_slack = 4.23 ns
INFO  metric drcViolationCount = 0
INFO  metric dp.final_hpwl = 3350 um
INFO  metric r2r_start = clk0.i[5]$_DFF_PP0_
INFO  metric io_buffer_count = 8
INFO  metric totalWireLength = 4800 um
INFO  metric area_delta_synth_final = 8.49%
INFO  metric pin_count = 9
INFO  metric chipArea = 9670 sq um
INFO  metric detailroute.via_count = 1967
INFO  metric die_height = 98.3 um
INFO  metric synth-warning-count = 3
INFO  metric ctsRootBufferMaster = sky130_fd_sc_hd__clkbuf_8
INFO  metric avgRoutedWirePerCell = 12.2 um
INFO  metric enable_flop_cells = 0
INFO  metric insertedDiodeCount = 0
INFO  metric postSynthRegisterBits = 49
INFO  metric core_area = 8850 sq um
INFO  metric cellPowerDensity = 116 nW/um^2
INFO  metric clkTransAtPathRegs = 0.06 ns
INFO  metric setup.worst_path.start = X
INFO  metric timing.clock.skew = 0.00456 ns
INFO  metric placementRows = 34
INFO  metric postCtsResizedCells = 0
INFO  metric gp_weighted_congestion = 0.845
INFO  metric final_max_slew_viol_count = 0
INFO  metric end_kind = output port
INFO  metric final.setup.tns = 0 ns
INFO  metric unconstrained_endpoints = 16
INFO  metric arrival = 2.79 ns
==> final timing paths <==
path	slack [ns]	cells past startpoint	end
worst max-delay path	2.97	4	Z
worst min-delay path	0.53	1	clk0.i[27]$_DFF_PP0_
worst max register to register	3.74	9	clk0.clk_out$_DFFE_PP0P_
worst min register to register	0.53	1	clk0.i[27]$_DFF_PP0_
max in group asynchronous	5.17	3	clk0.i[5]$_DFF_PP0_
min in group asynchronous	1.63	3	clk0.i[28]$_DFF_PP0_
==> logic make-up (layout without fill, tap and decap cells) <==
group | Yosys count | after routing | share of synthesized area [%]
and+or+nand+nor | 141 | 141 | 30.4
DFF | 49 | 49 | 44.0
xor gates and xnor gates | 33 | 33 | 10.4
AOI/OAI and AO/OA | 28 | 28 | 7.37
buffers and inverters | 27 | 27 | 4.63
muxes | 7 | 7 | 2.70
adders and majority gates | 1 | 1 | 0.449
==> worst max-delay path: stages <==
cell and delay (ns):
sky130_fd_sc_hd__clkdlybuf4s50_1 0.55, sky130_fd_sc_hd__nand2b_1 0.21, sky130_fd_sc_hd__o22ai_1 0.12, sky130_fd_sc_hd__clkdlybuf4s50_1 0.47
==> cells in the final DEF (no fill, tap or decap), types with 4 or more instances in the layout <==
cell,n
sky130_fd_sc_hd__nand4_1,15
sky130_fd_sc_hd__a21oi_1,6
sky130_fd_sc_hd__clkbuf_8,7
sky130_fd_sc_hd__dfrtp_1,49
sky130_fd_sc_hd__clkdlybuf4s50_1,8
sky130_fd_sc_hd__xnor2_1,17
sky130_fd_sc_hd__xor2_1,16
sky130_fd_sc_hd__inv_1,8
sky130_fd_sc_hd__o21ai_0,5
sky130_fd_sc_hd__and4_1,4
sky130_fd_sc_hd__nand3_1,15
sky130_fd_sc_hd__and3_1,5
sky130_fd_sc_hd__nor2b_1,7
sky130_fd_sc_hd__nor2_1,22
sky130_fd_sc_hd__nor3_1,7
sky130_fd_sc_hd__nor2_2,20
sky130_fd_sc_hd__nand2_1,19
==> cell usage after synthesis (5+ instances only) <==
library cell / number
sky130_fd_sc_hd__xor2_1: 16
sky130_fd_sc_hd__dfrtp_1: 49
sky130_fd_sc_hd__a21oi_1: 6
sky130_fd_sc_hd__nor2b_1: 7
sky130_fd_sc_hd__buf_2: 5
sky130_fd_sc_hd__nand2_1: 19
sky130_fd_sc_hd__xnor2_1: 17
sky130_fd_sc_hd__nand4_1: 15
sky130_fd_sc_hd__nand3_1: 15
sky130_fd_sc_hd__inv_1: 9
sky130_fd_sc_hd__nor3_1: 7
sky130_fd_sc_hd__nor2_2: 20
sky130_fd_sc_hd__o21ai_0: 5
sky130_fd_sc_hd__nor2_1: 22
sky130_fd_sc_hd__clkbuf_2: 5
sky130_fd_sc_hd__and3_1: 5
==> layer usage <==
metal | global-route usage, % | vias up | wire (um)
li1 | - | 1000 | -
met1 | 17.1 | 919 | 2470
met2 | 16.3 | 41 | 2030
met3 | 1.82 | 7 | 214
met4 | 1.49 | 0 | 79
met5 | 0 | - | 0
==> state kept, by name (all words and copies together), names as in the netlist <==
name,flops
detector2.moore_q2.Q,1
shot1.q7,1
shot1.q8,1
shot1.q0,1
detector2.mealy_q1.Q,1
shot1.q2,1
detector2.mealy_q2.Q,1
clk0.i,32
shot1.q6,1
shot1.q5,1
shot1.q9,1
shot1.q1,1
shot1.q4,1
shot1.q3,1
detector2.mealy_q0.Q,1
detector2.moore_q1.Q,1
detector2.moore_q0.Q,1
clk0.clk_out,1
==> stage by stage <==
step / worst slack, ns / instance area (sq um) / total power (uW) / util (%) / hold slack [ns]
floorplan: 3.93 / 2780 / 195 / - / 0.484
global placement: 2.97 / 2920 / 201 / 33.0 / 0.510
detailed placement: 2.97 / 2920 / 201 / 33.0 / 0.510
CTS: 2.97 / 3020 / 360 / 34.1 / 0.539
global route: 2.87 / 3020 / 365 / 34.1 / 0.565
finish: 2.97 / 3020 / 352 / 34.1 / 0.526
==> cell type report <==
class | instances | area, sq um
Clock buffer | 7 | 96.3
Clock inverter | 1 | 5.00
Fill cell | 918 | 5830
Inverter | 9 | 33.8
Multi-Input combinational cell | 210 | 1430
Sequential cell | 49 | 1230
Tap cell | 108 | 135
Timing Repair Buffer | 10 | 95.1
==> power by group through the flow <==
stage | Clock, uW | Sequential [uW] | Combinational, uW
after CTS | 163 | 185 | 11.8
final | 155 | 185 | 11.1
after global routing | 167 | 185 | 13.3
Power and IR drop assume default switching activity.
