`flow/design.v`:
```
`timescale 1ns / 1ps
module hex_to_7seg(hex, a, b, c, d, e, f, g);
	input      [3:0] hex ;
	output reg       a , b , c , d , e , f , g ;
	always @ (hex)
		case(hex)
          4'h0: {a, b, c, d, e, f, g} = 7'b0000001;  
          4'h1: {a, b, c, d, e, f, g} = 7'b1001111;  
          4'h2: {a, b, c, d, e, f, g} = 7'b0010010;  
          4'h3: {a, b, c, d, e, f, g} = 7'b0000110;  
          4'h4: {a, b, c, d, e, f, g} = 7'b1001100;  
          4'h5: {a, b, c, d, e, f, g} = 7'b0100100;  
          4'h6: {a, b, c, d, e, f, g} = 7'b0100000;  
          4'h7: {a, b, c, d, e, f, g} = 7'b0001111;  
          4'h8: {a, b, c, d, e, f, g} = 7'b0000000;  
          4'h9: {a, b, c, d, e, f, g} = 7'b0000100;  
          4'hA: {a, b, c, d, e, f, g} = 7'b0001000;  
          4'hB: {a, b, c, d, e, f, g} = 7'b1100000;  
          4'hC: {a, b, c, d, e, f, g} = 7'b0110001;  
          4'hD: {a, b, c, d, e, f, g} = 7'b1000010;  
          4'hE: {a, b, c, d, e, f, g} = 7'b0110000;  
          4'hF: {a, b, c, d, e, f, g} = 7'b0111000;  
          default: {a, b, c, d, e, f, g} = 7'b0110111; 
      endcase  
endmodule  
`timescale 1ns / 1ps
module ad_mux(sel, R, S, ad_out);
	input      [2:0]  sel;
	input      [15:0]  R, S;
	output reg [3:0]  ad_out;
	always @ (sel , R , S) begin
			case (sel)
				3'b000: ad_out = S [3:0] ;
				3'b001: ad_out = S [7:4] ;
				3'b010: ad_out = S [11:8] ;
				3'b011: ad_out = S [15:12] ;
				3'b100: ad_out = R [3:0] ;
				3'b101: ad_out = R [7:4];
				3'b110: ad_out = R [11:8];
				3'b111: ad_out = R [15:12];
				default: ad_out = 4'b0000;
			endcase  
		end  
endmodule  
`timescale 1ns / 1ps
module display_controller(clk, reset, S, R, anode, a, b, c, d, e, f, g);
    input 		   clk , reset ;
    input  [15:0] S, R ;
    output [7:0] anode;
    output       a , b , c , d , e , f , g ;
    wire         clk_480Hz;
    wire   [2:0] sel;
    wire   [3:0] mux_wire;
    pixel_clk        clk0        ( .clk_in(clk) , 
						                 .reset(reset) , 
						                 .clk_out(clk_480Hz)) ;
    pixel_controller controller0 ( .clk(clk_480Hz) , 
										     .reset(reset) , 
											  .S(sel) , 
											  .anode(anode)) ;
	 ad_mux           mux0        ( .R(R) , 
											  .sel(sel) , 
											  .S(S) , 
											  .ad_out(mux_wire)) ;
    hex_to_7seg      hex7        ( .hex(mux_wire), 
											  .a(a) , .b(b) , .c(c) , .d(d) , 
											  .e(e) , .f(f) , .g(g));
endmodule  
`timescale 1ns / 1ps
module pixel_clk(clk_in, reset, clk_out);
	input  clk_in, reset ;
	output clk_out ;
	reg    clk_out ;
	integer i;
	always @ (posedge clk_in or posedge reset) begin
		if (reset == 1'b1) begin
			i       = 0;
			clk_out = 0;
		end  
		else begin
			i = i + 1;
			if( i >= 104166) begin  
				clk_out = ~clk_out;
				i = 0;
			end  
		end  
	end  
endmodule  
`timescale 1ns / 1ps
module pixel_controller(clk, reset, S, anode );
        input            clk , reset ;
        output reg [7:0] anode;
        output reg [2:0] S;
        reg        [2:0] pState, nState;
        always@ (pState) begin
            case (pState)
                3'b000:  nState = 3'b001;
                3'b001:  nState = 3'b010;
                3'b010:  nState = 3'b011;
                3'b011:  nState = 3'b100;
                3'b100:  nState = 3'b101;
                3'b101:  nState = 3'b110;
                3'b110:  nState = 3'b111;
                3'b111:  nState = 3'b000;
                default: nState = 3'b000;  
            endcase  
        end  
        always@(posedge clk or posedge reset) begin
            if (reset == 1'b1)
                pState = 3'b000;
            else 
                pState = nState;
        end  
        always@ (pState) begin
            case (pState)
                3'b000:  {anode, S} = 11'b11111110_000;  
                3'b001:  {anode, S} = 11'b11111101_001;  
                3'b010:  {anode, S} = 11'b11111011_010;  
                3'b011:  {anode, S} = 11'b11110111_011;  
                3'b100:  {anode, S} = 11'b11101111_100;  
                3'b101:  {anode, S} = 11'b11011111_101;  
                3'b110:  {anode, S} = 11'b10111111_110;  
                3'b111:  {anode, S} = 11'b01111111_111;  
                default: {anode, S} = 11'b00000000_000;  
            endcase  
        end  
endmodule  
```
`flow/config.mk`:
```
export PLATFORM = sky130hd
export DESIGN_NAME = display_controller
export DESIGN_NICKNAME = display_controller
export VERILOG_FILES = /design/flow/design.v
export SDC_FILE = /design/flow/constraint.sdc
export NUM_CORES = 4
export LEC_CHECK = 1
export CORE_UTILIZATION = 50
```
`flow/constraint.sdc`:
```
current_design display_controller

set clk_period 6.1
set clk_io_pct 0.2

create_clock -name clk0 -period $clk_period [get_ports {clk}]

set non_clock_inputs [all_inputs -no_clocks]
set_input_delay [expr $clk_period * $clk_io_pct] -clock clk0 $non_clock_inputs
set_output_delay [expr $clk_period * $clk_io_pct] -clock clk0 [all_outputs]
```
`flow/run.sh`:
```
#!/bin/bash
# OpenROAD 26Q1-2900-gdf79404cd8, Yosys 0.63+post, stock flow scripts
make -C /OpenROAD-flow-scripts/flow DESIGN_CONFIG=/design/flow/config.mk WORK_HOME=/design/flow/orfs finish
```
==> flow_summary.toml <==
# flow metrics
[run_status]
outcome = "completed"

[global_route]
grt_first_pass_wirelength_um = 9980
grt_remaining_overflow = 0
grt.total_usage = 0.212
number_of_antenna_violations_at_the_first_check_in_global_routing = 0
pin_count_of_the_biggest_net_entering_global_routing = 37
via_count_of_the_first_global_routing_pass = 2142

[die]
top_level_ports = 49
chip_area_um2 = 5910
num_rows = 26
die.size.y_um = 76.9
placeableCoreArea_um2 = 5270
die_x_um = 76.9
floorplan_utilization = 0.532

[synthesis]
synth-main-ff-cell = "sky130_fd_sc_hd__dfrtp_1"
synth.lib_cells_used.distinct = 54
yosysCellCount = 325
synth_cells = 325
yosysWarnings = 4
synth_sequential_area_ratio = 0.321
post_synth_tally_of_flip_flops_with_integrated_enable = 0
ys_async_sr_fraction = 1.00
leading_cell_type_by_number_of_instances_after_synthesis = "sky130_fd_sc_hd__dfrtp_1"
syn_avg_cell_area_um2 = 8.63
netlist.top_cell.by_area = "sky130_fd_sc_hd__dfrtp_1"
syn_area_um2 = 2810
synth_flops = 36
leading_post_synthesis_cells_by_cell_area = "sky130_fd_sc_hd__dfrtp_1 (32%), sky130_fd_sc_hd__ha_1 (5.8%), sky130_fd_sc_hd__xnor2_1 (5.3%)"
top_cell_area_share = 0.321
synth.top_cells.by_count = "sky130_fd_sc_hd__dfrtp_1 (36), sky130_fd_sc_hd__nor2_1 (34), sky130_fd_sc_hd__nand2_1 (24), sky130_fd_sc_hd__nand3_1 (21), sky130_fd_sc_hd__inv_1 (20)"
synth.yosys.chip_area_um2 = 2810

[routing]
drtPass1Iterations = 4
post_drt_via_cell_ratio = 5.54
n_antenna_cell = 0
route.detailed.drc = 0
antenna_left = 0
avgRoutedWirePerCell_um = 13.3
dr_total_vias = 2408
dr.first_iter.drc_count = 77
finalWirelength_um = 5790

[job]
stage_log_warnings = 36
max-cap-violations = 0

[pwr]
fraction_of_power_consumed_by_combinational_cells = 0.113
cell_internal_pwr_mw = 0.339
seq_power_share = 0.511
leakagePower_nw = 1.42
vdd_ir_drop_max_mv = 0.156
power.switching_fraction = 0.208
switching_power_mw = 0.0893
clk_pwr_share = 0.376
p_per_area_nw_per_um2 = 127

[critical_path]
timing.critical_path.fanout_max = 7
timing.critical_path.required_ns = 4.88
startpoint = "R[0]"
worst_reg_to_reg_setup_slack_ns = 2.90
worst_r2r_endpoint = "clk0.clk_out"
cp_slowest_cell = "sky130_fd_sc_hd__a21oi_1"
cell_by_cell_listing_of_the_critical_path = "clkdlybuf4s50_1 > a22o_1 > a221oi_1 > mux2i_1 > a21oi_1 > ha_1 > and2_1 > a211oi_1 > a31oi_1 > clkdlybuf4s50_1"
crit_path_start_kind = "primary input"
criticalPathCategory = "in -> out"
beginning_of_the_worst_register_to_register_path = "clk0.i[0]"
worstSetupEndpointType = "output port"
cp_data_arrival_time_ns = 3.79
max_stage_delay_ns = 0.46
ff2ff_path_depth = 10
timing.critical_path.mode_cell = "sky130_fd_sc_hd__clkdlybuf4s50_1"

[clocking]
hold_buffers = 0
cts_tree = "built"
tritoncts.num_buffers = 5
clk_pin_slew_ns = 0.06
cts.htree.levels = 2
post-cts-setup-buffers = 0
cts_resized = 0
clk_latency_late_pin_ns = 0.28
clk_root_buffer_cell = "sky130_fd_sc_hd__clkbuf_8"
cts.path.max_buffers = 2

[hold_path]
holdCritPathClass = "reg -> reg"
timing.hold.worst.start = "clk0.clk_out"
hold_end = "clk0.clk_out"
holdPathStages = 1

[final_timing]
untimed_endpoints = 11
finalClockPeriodUsage = 0.821
sum_of_negative_setup_slack_ns = 0
fmaxAchievable_mhz = 200
timing.slew.headroom = 0.555
final_hold_viol_count = 0
finalClockSkew_ns = 0.00514
unclocked_regs = 3
worst-slew-pin-transition_ns = 0.667
drv_slew = 0
report.final.setup_viol = 0
final_period_minus_worst_setup_slack_ns = 5.01
rsz_0062_raised_after_global_routing = "false"

[cells_and_area]
layout.filler_cells = 474
area_grow_syn2layout_pct = 20.5
layout_cells_excl_fill = 435
final_layout_size_suffix_gt1_frac = 0.0822

[placed_design]
place_inst = 428
io_buffer_count = 48
hpwl_after_dpl_um = 4230
place_congestion = 0.831
kinds of logic (layout without fill, tap and decap cells):
kind of cell	Yosys count	count (layout)	synth area share
muxes	5	5	0.0183
adders and majority gates	13	13	0.0580
DFF	36	36	0.321
and+or+nand+nor	142	142	0.293
AOI/OAI and AO/OA	59	59	0.147
buffers and inverters	38	78	0.0629
xor gates and xnor gates	32	32	0.0999
routing by layer:
layer | wire, um | GRT usage | share of wire | vias up
li1 | - | - | - | 1229
met1 | 2770 | 0.328 | 0.48 | 1093
met2 | 2500 | 0.325 | 0.43 | 79
met3 | 445 | 0.0459 | 0.077 | 7
met4 | 79 | 0.0269 | 0.014 | 0
met5 | 0 | 0 | 0 | -
stage by stage:
step | total power [mW] | hold slack [ns] | worst slack [ns] | util | area, um^2
after floorplan | 0.239 | 0.470 | 2.14 | - | 2810
after global placement | 0.272 | 0.498 | 1.12 | 0.625 | 3290
after detailed placement | 0.272 | 0.506 | 1.10 | 0.625 | 3290
after CTS | 0.435 | 0.520 | 1.09 | 0.642 | 3380
after global routing | 0.452 | 0.535 | 0.870 | 0.642 | 3380
final | 0.429 | 0.514 | 1.09 | 0.642 | 3380
power by group through the flow:
stage / clock (mW) / combinational (mW) / sequential (mW)
6_report: 0.161 / 0.0485 / 0.219
5_1_grt: 0.179 / 0.0539 / 0.219
4_1_cts: 0.167 / 0.0492 / 0.219
worst max path at each step:
stage,end,cells after the start
global route,d,10
CTS,d,10
finish,d,10
cell type report:
cell class | instances | area [um^2] | area share
timing repair buffer | 51 | 503 | 0.149
inverter | 20 | 75.1 | 0.0222
tap | 70 | 87.6 | 0.0259
clock buffer | 7 | 86.3 | 0.0255
sequential | 36 | 901 | 0.266
multi-input combinational | 251 | 1730 | 0.511
sequential cells by signal (all words and copies together), names as in the netlist:
register and count:
clk0.i 32, controller0.pState 3, clk0.clk_out 1
worst max-delay path: cells and delay by family:
family / cells / cell delay [ns]
buffers and inverters: 2 / 0.83
adder cells (fa/ha/maj): 1 / 0.33
multiplexers: 1 / 0.12
AND-OR/OR-AND: 5 / 1.16
AND/OR/NAND/NOR: 1 / 0.14
cells in the final DEF (no fill, tap or decap), types with 3 or more instances in the layout:
master                            netlist  routed
sky130_fd_sc_hd__clkdlybuf4s50_1        0      48
sky130_fd_sc_hd__dfrtp_1               36      36
sky130_fd_sc_hd__nor2_1                34      34
sky130_fd_sc_hd__nand2_1               24      24
sky130_fd_sc_hd__nand3_1               21      21
sky130_fd_sc_hd__inv_1                 20      20
sky130_fd_sc_hd__xnor2_1               17      17
sky130_fd_sc_hd__xor2_1                15      15
sky130_fd_sc_hd__ha_1                  13      13
sky130_fd_sc_hd__a21oi_1               12      12
sky130_fd_sc_hd__nor2_4                10      10
sky130_fd_sc_hd__and3_1                 8       8
sky130_fd_sc_hd__o21ai_0                7       7
sky130_fd_sc_hd__nor3_1                 7       7
sky130_fd_sc_hd__nand2b_1               6       6
sky130_fd_sc_hd__o22ai_1                6       6
sky130_fd_sc_hd__clkbuf_8               0       6
sky130_fd_sc_hd__a221oi_1               5       5
sky130_fd_sc_hd__a31oi_1                5       5
sky130_fd_sc_hd__nor2b_1                5       5
sky130_fd_sc_hd__and2_1                 4       4
sky130_fd_sc_hd__nor4_1                 4       4
sky130_fd_sc_hd__mux2i_1                4       4
sky130_fd_sc_hd__a22oi_1                4       4
sky130_fd_sc_hd__nand4_1                4       4
sky130_fd_sc_hd__nor4_2                 3       3
sky130_fd_sc_hd__buf_4                  0       3
Power figures rest on the tool's default switching activity, not on a simulated workload.
